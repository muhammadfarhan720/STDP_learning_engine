==> /design/flow/design.v <==
`timescale 1ns/1ps
module CounterSync (
    input  logic        clk,
    input  logic        rst,
    input  logic        enable,
    output logic [4:0]  main_counter,   
    output logic [3:0]  counter1,       
    output logic [3:0]  counter2        
);
    logic [3:0] counter2_prev;  
    always_ff @(posedge clk)  begin
        if (rst) begin
            main_counter <= 0;
            counter2_prev <= 0;  
        end else if (enable) begin
            if (main_counter == 16) begin
                main_counter <= 0;
            end else begin
                main_counter <= main_counter + 1;
            end
            counter2_prev <= counter2;  
        end
    end
    always_comb begin
        if (main_counter == 0) begin
            counter1 = 0;
        end
        else begin
            counter1 = main_counter - 1;
        end
        if (counter1 == 0) begin
            if ((main_counter == 0 || main_counter == 1) && counter2_prev == 0) begin
                counter2 = 0;
            end else if (main_counter == 0 && counter2_prev == 14) begin
                counter2 = 15;
            end else if (main_counter == 1 && counter2_prev == 15) begin
                counter2 = 0;
            end else begin
                counter2 = counter2_prev;  
            end
        end else begin
            counter2 = counter1 - 1;
        end
    end
endmodule
==> /design/flow/run.sh <==
#!/bin/bash
# OpenROAD 26Q1-2900-gdf79404cd8, Yosys 0.63+post, stock flow scripts
make -C /OpenROAD-flow-scripts/flow DESIGN_CONFIG=/design/flow/config.mk WORK_HOME=/design/flow/orfs finish
==> /design/flow/config.mk <==
export PLATFORM = sky130hd
export DESIGN_NAME = CounterSync
export DESIGN_NICKNAME = CounterSync
export VERILOG_FILES = /design/flow/design.v
export SDC_FILE = /design/flow/constraint.sdc
export NUM_CORES = 4
export LEC_CHECK = 1
export CORE_AREA = 10 10 73 73
export DIE_AREA = 0 0 83 83
==> /design/flow/constraint.sdc <==
current_design CounterSync

set clk_period 2.3
set clk_io_pct 0.2

create_clock -name clk0 -period $clk_period [get_ports {clk}]

set non_clock_inputs [all_inputs -no_clocks]
set_input_delay [expr $clk_period * $clk_io_pct] -clock clk0 $non_clock_inputs
set_output_delay [expr $clk_period * $clk_io_pct] -clock clk0 [all_outputs]
==> run summary <==
run metrics: type of the tightest min-delay check reg2reg, P_sw approximately 270 uW, share of total power in combinational logic between 50% and 60%, clock tree from TritonCTS built, Detail Placement HPWL 1.533 mm, cell type with the highest occurrence count on the critical path sky130_fd_sc_hd__ha_4, detailed-route wire length 2.125 mm, startpoint-to-endpoint class of the critical path reg2out, setup violators final 4, transition time at the pin with the least slew margin roughly 0.30 ns, Avg WL per Cell about 12 um, post-detailed-route via-to-cell ratio roughly 4.2, pin count of the biggest net entering global routing 10, total instance count after detailed placement about 160, number of different library cells in the post-synthesis netlist 33, count of final hold-check violations 0, Compound-Gate Fraction of Synth Area about a fifth, number of cells on the critical path 11, die height between 80 and 90 um, longest individual stage delay on the worst path ~0.32 ns, result of the run finished, violations left, share of final-layout standard cells stronger than drive strength 1 around 54%, count of instantiated cells in the yosys netlist around 82, Clock Pin Slew Worst Setup and Hold Paths approximately 0.040 ns, area added between synthesis and finish 94.42%, DRC violations left 0, sinks on the clock net 9, insertion delay of the later-clocked pin in the worst-skew pair 0.23 ns, Critical Path, Cell by Cell inv_2 > ha_4 > nor4b_4 > or2_4 > ha_4 > o21ai_4 > nor3_4 > nand2_2 > buf_4 > o21ai_2 > buf_2, post-route antenna net violation count 0, slew margin rel. 80.03%, number of antenna diodes 0, Port Buffer Count 15, Global Route Usage Sum under 10%, worst path arrival time roughly 2.0 ns, CTS Root Buffer Type sky130_fd_sc_hd__clkbuf_8, share of synthesized cell area in and, or, nand and nor gates between 20% and 30%, Flops after synth 9, Final Cycle Share 106.4%, Row Count 22, share of the core filled by cells before placement between 10% and 20%, MaxCap Viol Count 0, count of warnings emitted by yosys 1, Fmax 408.6 MHz, total standard cell area after synthesis 673.1 um2, final standard cell count with taps included and fillers excluded around 180, minimum setup slack among reg-to-reg paths roughly 0.19 ns, Total Die Area 6889 um2, setup repair after global routing missed its margin yes, sw frac between 30 and 40%, Gate Count Post-Synth 82, nature of the critical path endpoint output pin, final setup slack of the worst path -0.1475 ns, placeable core region approximately 3700 um2, Adder-Cell Fraction of Synth Area under 10%, number of buffers and inverters on the critical path 3, total power divided by cell area about 670 nW/um2, GPL Wtd Cong between 0.8 and 0.9, number of buffers inserted by hold repair at cts 0, worst-path fanout max 3, internal power roughly 600 uW, startpoint of the worst register-to-register path main_counter[1]$_SDFFE_PP0P_, end of the worst register-to-register path counter2_prev[0]$_SDFFE_PP0P_, post-layout minimum cycle time ~2.4 ns, number of buffers created by CTS 3, critical path launch point type flop, Avg Inst Size Synth 8.209 um2, setup slack after placement -0.3000 ns, yosys-reported design area after synthesis 673.1 um2, count of routing violations after the opening detailed-route iteration 21, worst-path cell with the longest stage delay sky130_fd_sc_hd__dfxtp_2, via count of the first global-routing pass roughly 830, global-route wire length before repair around 3.7 mm, family with the most delay on the worst path simple AND/OR/NAND/NOR gates, r2r worst-path depth 11, crit path capture counter2[2], io pins 16, Seq/Total Area, Yosys 26.77%, clock network fraction of total power between 20% and 30%, share of the synthesized netlist area taken by xor and xnor gates 6.506%, Top logic family simple AND/OR/NAND/NOR gates, floorplan die width around 83 um, OpenROAD warning count 31, violations in the final reports negative setup slack, mux cell area share after synthesis between 1 and 1.5%, data required time at the worst endpoint approximately 1.8 ns, depth of the CTS H-tree 1, Fin Clk Skew 0.004302 ns, Slew Limit Fails 0, number of antenna violations at the first check in global routing 0, routed via count between 700 and 800, Reg power frac a little over a fifth, router iterations before antenna repair 4, startpoint of the most critical setup path main_counter[1]$_SDFFE_PP0P_, overflow left after global routing 0, worst supply voltage drop on vdd between 0.3 and 0.4 mV, maximum buffer depth of the clock tree 2, static leakage power approximately 0.00056 uW
routing by layer:
layer	wire (um)	vias up	global-route usage [%]
met2	1152	5	11.87
met4	8	0	0.6154
met1	925	357	6.775
met5	0	-	0
li1	-	400	-
met3	38	2	0.9843
final cells by class:
cell class | instances | area [um2]
clock buffer | 4 | 45.04
fill | 381 | 2435
inverter | 10 | 40.04
multi-input combinational | 60 | 568.0
sequential | 9 | 182.7
tap | 48 | 60.06
timing repair buffer | 52 | 412.9
cells in the final DEF, fill, tap and decap left out, drive strengths merged, types with 2 or more instances in the layout:
master	instances
buf	41
nor2	11
inv	10
clkdlybuf4s50	9
dfxtp	9
ha	5
a21oi	4
clkbuf	4
nor3	4
nor4	3
o21ai	3
xnor2	3
o22ai	2
or2	2
o32ai	2
nand4	2
xor2	2
dlygate4sd2	2
nand2b	2
a31oi	2
nand2	2
synth_stat cells:
cell type / instances / area, um2
sky130_fd_sc_hd__nor2_1: 11 / 41.29
sky130_fd_sc_hd__inv_1: 10 / 37.54
sky130_fd_sc_hd__dfxtp_1: 9 / 180.2
sky130_fd_sc_hd__ha_1: 5 / 62.56
sky130_fd_sc_hd__a21oi_1: 4 / 20.02
sky130_fd_sc_hd__nor3_1: 3 / 15.01
sky130_fd_sc_hd__nor4_1: 3 / 18.77
sky130_fd_sc_hd__xnor2_1: 3 / 26.28
sky130_fd_sc_hd__a31oi_1: 2 / 12.51
sky130_fd_sc_hd__nand2_1: 2 / 7.510
sky130_fd_sc_hd__nand2b_1: 2 / 12.51
sky130_fd_sc_hd__nand4_1: 2 / 12.51
sky130_fd_sc_hd__o21ai_0: 2 / 10.01
sky130_fd_sc_hd__o22ai_1: 2 / 12.51
sky130_fd_sc_hd__o32ai_1: 2 / 17.52
sky130_fd_sc_hd__or2_2: 2 / 12.51
sky130_fd_sc_hd__xor2_1: 2 / 17.52
sky130_fd_sc_hd__a211oi_1: 1 / 7.510
sky130_fd_sc_hd__a41o_1: 1 / 10.01
sky130_fd_sc_hd__and2b_4: 1 / 10.01
sky130_fd_sc_hd__and3_1: 1 / 6.260
sky130_fd_sc_hd__and4_1: 1 / 8.760
sky130_fd_sc_hd__buf_2: 1 / 5.000
sky130_fd_sc_hd__buf_6: 1 / 11.26
sky130_fd_sc_hd__clkbuf_1: 1 / 3.750
sky130_fd_sc_hd__mux2i_1: 1 / 10.01
sky130_fd_sc_hd__nor3_4: 1 / 16.27
sky130_fd_sc_hd__nor4b_4: 1 / 23.77
sky130_fd_sc_hd__o211a_1: 1 / 10.01
sky130_fd_sc_hd__o21ai_2: 1 / 8.760
sky130_fd_sc_hd__o31ai_1: 1 / 7.510
sky130_fd_sc_hd__o32a_1: 1 / 10.01
sky130_fd_sc_hd__or4_1: 1 / 7.510
registers in the layout, indices dropped and copies added, names as in the netlist:
signal and cells:
main_counter 5, counter2_prev 4
worst min-delay path by stage:
stage	depth (start not counted)	slack [ns]	start	endpoint
6_report	2	0.52	counter2_prev[0]$_SDFFE_PP0P_	counter2_prev[0]$_SDFFE_PP0P_
4_1_cts	2	0.52	counter2_prev[0]$_SDFFE_PP0P_	counter2_prev[0]$_SDFFE_PP0P_
5_1_grt	2	0.56	counter2_prev[0]$_SDFFE_PP0P_	counter2_prev[0]$_SDFFE_PP0P_
worst register-to-register path, stage by stage, from the launching register on:
cell	delay, ns
sky130_fd_sc_hd__dfxtp_2	0.32
sky130_fd_sc_hd__inv_2	0.07
sky130_fd_sc_hd__ha_4	0.13
sky130_fd_sc_hd__nor4b_4	0.25
sky130_fd_sc_hd__or2_4	0.19
sky130_fd_sc_hd__ha_4	0.14
sky130_fd_sc_hd__o21ai_4	0.06
sky130_fd_sc_hd__buf_4	0.13
sky130_fd_sc_hd__buf_4	0.12
sky130_fd_sc_hd__o32a_1	0.29
sky130_fd_sc_hd__a211oi_1	0.22
sky130_fd_sc_hd__nor4_1	0.08
stage by stage:
step                total power, uW  cell area (um2)   TNS (ns)  hold WS (ns)  util [%]
detailed placement            574.5             1059     -1.164        0.5091     28.28
CTS                           868.2             1287    -0.4836        0.5161     34.39
finish                        879.5             1309    -0.5651        0.5182     34.96
floorplan                     377.5            709.4  -0.005544        0.4687         -
global placement              572.4             1059     -1.023        0.4995     28.28
global route                  949.6             1309     -1.093        0.5575     34.96
timing repair:
item / CTS / global route
pin swaps: 14 / 0
resized: 40 / 4
setup buffers: 15 / 1
endpoints found under the setup margin: 6 / 5
logic make-up after synthesis:
group | count (synthesis)
AND/OR/NAND/NOR | 31
buffers and inverters | 13
adder cells (fa/ha/maj) | 5
flip-flops | 9
XOR/XNOR | 5
multiplexers | 1
AND-OR/OR-AND | 18
power groups by stage:
| stage | sequential [uW] | clock (uW) | combinational (uW) |
|---|---|---|---|
| 4_1_cts | 183 | 180 | 506 |
| 5_1_grt | 185 | 192 | 572 |
| 6_report | 183 | 176 | 521 |
Power is estimated from default activity; no workload was simulated.
