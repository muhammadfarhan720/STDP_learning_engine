==> flow/design.v <==
module WeightAdder (
    input logic [5:0] DeltaW,
    input logic SignedFlag, 
    input logic signed [17:0] CurrentW,
    output logic signed [17:0] NewW
);
    always_comb begin
        NewW = CurrentW + (SignedFlag ? -DeltaW : DeltaW);  
    end
endmodule
==> flow/run.sh <==
#!/bin/bash
# OpenROAD 26Q1-2900-gdf79404cd8, Yosys 0.63+post, stock flow scripts
make -C /OpenROAD-flow-scripts/flow DESIGN_CONFIG=/design/flow/config.mk WORK_HOME=/design/flow/orfs finish
==> flow/config.mk <==
export PLATFORM = sky130hd
export DESIGN_NAME = WeightAdder
export DESIGN_NICKNAME = WeightAdder
export VERILOG_FILES = /design/flow/design.v
export SDC_FILE = /design/flow/constraint.sdc
export NUM_CORES = 4
export LEC_CHECK = 1
export CORE_AREA = 10 10 72 72
export DIE_AREA = 0 0 82 82
==> flow/constraint.sdc <==
current_design WeightAdder

set clk_period 11.1
set clk_io_pct 0.2

create_clock -name clk0 -period $clk_period

set non_clock_inputs [all_inputs -no_clocks]
set_input_delay [expr $clk_period * $clk_io_pct] -clock clk0 $non_clock_inputs
set_output_delay [expr $clk_period * $clk_io_pct] -clock clk0 [all_outputs]
==> metrics.yaml <==
outcome:
  status: "finished, final reports clean"
flow_run:
  cap_violations: 0
  warning_count: 32
setup_path:
  critPathCapture: "NewW[14]"
  critPathKind: "in2out"
  required_ns: 8.88
  crit_path_start: "DeltaW[0]"
  end_kind: "output port"
  crit_fanout: 6
  cp.arrival_ns: 5.38
  cp_slowest_cell: "clkdlybuf4s50_1"
  cpPeakStageDelay_ns: 0.48
  cp_cell_sequence: "clkdlybuf4s50_1 > or2_1 > nor4_2 > ha_1 > nand2_1 > o21ai_0 > ha_1 > a21oi_1 > o22ai_1 > nor3_1 > o211ai_1 > xor2_1 > clkdlybuf4s50_1"
  critical_path.startpoint_type: "input pin"
routing:
  first_pass_iters: 4
  n_antenna_cell: 0
  num_vias: 1118
  ant_nets: 0
  wl_per_cell_um: 13.3
  routed_via_density: 4.97
  drcViolationCount: 0
  drtIter0Drc: 91
  drt_wl_total_um: 2990
cells_and_area:
  flop_area_um2: 0
  areaGrowthSynthToFinish_pct: 45.1
  drive_gt1_share_pct: 4.52
  final_util_pct: 40.2
  nClkBuffers: 0
  num-fill-cells: 390
  seq_cells: 0
  stdcell_count: 225
floorplan:
  boundaryPins: 43
  std_cell_rows: 22
  die_h_um: 82
  fp_util_pct: 27.7
  dieArea_um2: 6720
  die_w_um: 82
  coreArea_um2: 3690
place:
  place_congestion: 0.811
  io_buffers: 43
  dp_cells: 225
  dp_hpwl_um: 2640
synth:
  yosysTopAreaCell: "ha_1"
  ys_area_um2: 1020
  synthCells: 140
  ys_cells: 140
  ys_seq_share_pct: 0
  synth_top_area_share_pct: 23.3
  synthTopCellsByArea: "ha_1 23%, xnor2_1 10%, a21oi_1 6.9%"
  syn_avg_cell_area_um2: 7.29
  ys_types: 38
  yosys_warnings: 1
  syn_area_um2: 1020
power:
  p_per_area_nw_per_um2: 68.3
  p_leak_nw: 0.584
  max-vdd-ir-drop_v: 0.0000292
timing:
  setup_violations: 0
  maxSlewViolCount: 0
  period_minus_slack_ns: 7.60
  max_slew_margin_pct: 57.1
  hold_viol: 0
  whs_ns: 5.47
  setup-tns-final_ns: 0
  tightest_slew_ns: 0.638
  finalCritPeriodShare_pct: 68.4
  rsz0062_at_grt: "no"
  fmax_ghz: 0.132
global_route:
  grtUsageTotal_pct: 8.71
  grt_pass1_vias: 1084
  grt_start_max_net_pins: 13
  antenna_found_initial: 0
  grt_first_pass_wirelength_um: 4850
  grt_overflow_total: 0
clock_network:
  cts_resized: 0
  holdBufCountCts: 0
  cts_setup_buffers: 0
hold_path:
  hp-class: "in2out"
cell usage in the layout (no fill, tap or decap), drive strengths merged:
master	Yosys	routed
nand2b	1	1
xnor2	12	12
o22ai	1	1
a21boi	4	4
nand4	4	4
nor2b	1	1
a21o	4	4
and2	2	2
o221ai	1	1
nor2	7	7
o21a	2	2
nor4	2	2
o21ai	11	11
o31a	2	2
o31ai	1	1
clkdlybuf4s50	0	43
nand2	15	15
a31oi	3	3
nor3	1	1
o21ba	1	1
fa	1	1
o21bai	1	1
xor2	7	7
nand3	3	3
inv	5	5
o211ai	4	4
or2	1	1
ha	19	19
a211oi	4	4
a21oi	14	14
worst min-delay path by stage:
stage | startpoint | to | slack [ns] | cells after the start
6_report | CurrentW[0] | NewW[0] | 5.47 | 3
5_1_grt | CurrentW[0] | NewW[0] | 5.51 | 3
4_1_cts | CurrentW[0] | NewW[0] | 5.47 | 3
synthesized netlist by cell type, types with 2 or more instances:
cell      count
a211oi_1      2
a211oi_2      2
a21boi_0      2
a21boi_1      2
a21o_1        3
a21oi_1      14
a31oi_1       3
and2_1        2
buf_2         3
clkbuf_1      2
ha_1         19
inv_1         5
nand2_1      14
nand3_1       3
nand4_1       4
nor2_1        7
o211ai_1      4
o21a_1        2
o21ai_0       8
o21ai_1       3
o31a_1        2
xnor2_1      12
xor2_1        7
cell families after synthesis:
group	share of synthesized area (%)
AND-OR/OR-AND	34.6
AND/OR/NAND/NOR	19.1
adder cells (fa/ha/maj)	25.2
XOR/XNOR	16.3
buffers and inverters	4.78
worst max-delay path, delay by kind of cell:
kind / cells / cell delay, ns
xor gates and xnor gates: 1 / 0.15
AOI/OAI and AO/OA: 4 / 0.58
adders and majority gates: 2 / 0.67
buffers and inverters: 2 / 0.91
and+or+nand+nor: 4 / 0.85
where the power goes:
group / internal [mW] / switching (mW)
combinational: 0.0599 / 0.0413
clock: 0 / 0
sequential: 0 / 0
total: 0.0599 / 0.0413
layout make-up:
| class | count | area [um2] | area share [%] |
|---|---|---|---|
| Tap cell | 48 | 60.1 | 4.05 |
| Inverter | 5 | 18.8 | 1.27 |
| Multi-Input combinational cell | 129 | 972 | 65.6 |
| Timing Repair Buffer | 43 | 430 | 29.1 |
metal layers:
| metal | vias to the layer above | wire length (um) | GRT usage [%] |
|---|---|---|---|
| li1 | 600 | - | - |
| met3 | 0 | 181 | 1.54 |
| met1 | 483 | 1500 | 13.2 |
| met4 | 0 | 0 | 0 |
| met5 | - | 0 | 0 |
| met2 | 35 | 1300 | 13.3 |
metrics by stage:
stage | instance area, um2 | setup slack (ns) | total power [mW]
2_1_floorplan | 1020 | 4.70 | 0.0515
3_3_place_gp | 1480 | 3.53 | 0.103
3_5_place_dp | 1480 | 3.51 | 0.103
4_1_cts | 1480 | 3.49 | 0.104
5_1_grt | 1480 | 3.17 | 0.113
6_report | 1480 | 3.50 | 0.101
Power is estimated from default activity; no workload was simulated.
