--- flow/design.v ---
module TimingDifferencePriorityEncoder (
    input  logic        clk, rst,                
    input  logic  [15:0] PostSynapticNeuron,     
    input  logic  [15:0] PreSynapticNeuron,      
    output logic  [3:0] TimingDifference,        
    output logic        SignedFlag               
);
    logic [15:0] data_reg;
    always_ff @(posedge clk) begin
        if (rst) begin
            data_reg <= 16'b0;
            SignedFlag <= 0;  
        end else begin
            if (PostSynapticNeuron[15] == 1) begin
                data_reg <= PreSynapticNeuron;
                SignedFlag <= 0;  
            end else if (PreSynapticNeuron[15] == 1) begin
                data_reg <= PostSynapticNeuron;
                SignedFlag <= 1;  
            end 
        end
    end
    always_comb begin
        unique casez(data_reg)
            16'b1???????????????: TimingDifference = 4'd0;  
            16'b01??????????????: TimingDifference = 4'd1;  
            16'b001?????????????: TimingDifference = 4'd2;  
            16'b0001????????????: TimingDifference = 4'd3;  
            16'b00001???????????: TimingDifference = 4'd4;  
            16'b000001??????????: TimingDifference = 4'd5;  
            16'b0000001?????????: TimingDifference = 4'd6;  
            16'b00000001????????: TimingDifference = 4'd7;  
            16'b000000001???????: TimingDifference = 4'd8;  
            16'b0000000001??????: TimingDifference = 4'd9;  
            16'b00000000001?????: TimingDifference = 4'd10;  
            16'b000000000001????: TimingDifference = 4'd11;  
            16'b0000000000001???: TimingDifference = 4'd12;  
            16'b00000000000001??: TimingDifference = 4'd13;  
            16'b000000000000001?: TimingDifference = 4'd14;  
            16'b0000000000000001: TimingDifference = 4'd15;  
            default:              TimingDifference = 4'd0;  
        endcase 
    end
endmodule
--- flow/run.sh ---
#!/bin/bash
# OpenROAD 26Q1-2900-gdf79404cd8, Yosys 0.63+post, stock flow scripts
make -C /OpenROAD-flow-scripts/flow DESIGN_CONFIG=/design/flow/config.mk WORK_HOME=/design/flow/orfs finish
--- flow/config.mk ---
export PLATFORM = sky130hd
export DESIGN_NAME = TimingDifferencePriorityEncoder
export DESIGN_NICKNAME = TimingDifferencePriorityEncoder
export VERILOG_FILES = /design/flow/design.v
export SDC_FILE = /design/flow/constraint.sdc
export NUM_CORES = 4
export LEC_CHECK = 1
export CORE_AREA = 10 10 80 80
export DIE_AREA = 0 0 90 90
--- flow/constraint.sdc ---
current_design TimingDifferencePriorityEncoder

set clk_period 3.8
set clk_io_pct 0.2

create_clock -name clk0 -period $clk_period [get_ports {clk}]

set non_clock_inputs [all_inputs -no_clocks]
set_input_delay [expr $clk_period * $clk_io_pct] -clock clk0 $non_clock_inputs
set_output_delay [expr $clk_period * $clk_io_pct] -clock clk0 [all_outputs]
==> impl_metrics.py <==
# Metrics from the implementation run
metrics = {
    "layout": {
        "layout-drive-gt1-share_pct": 5.844,
        "n_fill_cell": 509,
        "largest_register_ffs": 16,
        "final-instance-count-excl-fill": 221,
        "areaGrowthSynthToFinish_pct": 52.15,
    },
    "outcome": {
        "run_status": "finished, final reports clean",
    },
    "hold_path": {
        "hold_end": "SignedFlag",
        "timing.hold.worst.start": "SignedFlag",
        "min_path_type": "register to register",
        "hold_depth": 2,
    },
    "logic_synthesis": {
        "post_synth_main_area_contributors": "sky130_fd_sc_hd__dfxtp_1 (37%), sky130_fd_sc_hd__mux2i_1 (16%), sky130_fd_sc_hd__nor2_1 (15%), sky130_fd_sc_hd__a21oi_1 (9.1%), sky130_fd_sc_hd__nor4_2 (2.7%)",
        "yosysMostFrequentCell": "sky130_fd_sc_hd__nor2_1",
        "common_cells": "sky130_fd_sc_hd__nor2_1 (38), sky130_fd_sc_hd__a21oi_1 (17), sky130_fd_sc_hd__dfxtp_1 (17)",
        "yosys_warnings": 1,
        "synth_async_sr_flop_share_pct": 0,
        "synth.lib_cells_used.distinct": 24,
        "synth.yosys.chip_area_um2": 930.9,
        "synth_top_cell_by_area": "sky130_fd_sc_hd__dfxtp_1",
        "yosys_cells": 118,
        "yosys.stat.seqShare_pct": 36.56,
        "syn-instance-count": 118,
        "synth_top_area_share_pct": 36.56,
        "synth-main-ff-cell": "sky130_fd_sc_hd__dfxtp_1",
        "mappedNetlistArea_um2": 930.9,
        "syn_area_cell_um2": 7.889,
        "enable_flop_cells": 0,
        "ys_seq_elements": 17,
    },
    "clock_tree": {
        "cts_htree_levels": 1,
        "cts_post_setup_buffers_inserted": 0,
        "register_clock_pin_slew_on_the_reported_worst_setup_and_hold_paths_ps": 60,
        "cts.root.buffer_cell": "sky130_fd_sc_hd__clkbuf_8",
        "clk_latency_late_pin_ps": 240,
        "hold_buffers_post_cts": 0,
        "cts_buffers": 3,
        "cts_tree": "built",
        "clock_sinks": 17,
        "cts-resized-gates": 0,
        "buffers_from_clock_root_to_sink_at_most": 2,
    },
    "final_timing": {
        "slew_headroom_pct": 58.88,
        "final_critical_path_setup_slack_ps": 1113,
        "setup_violations": 0,
        "final_min_period_over_clock_period_pct": 70.71,
        "timing.clock.skew_ps": 0,
        "rsz0062_at_grt": "no",
        "maxClockFrequency_mhz": 372.1,
        "finalHoldViolations": 0,
        "finalMaxSlewViolations": 0,
        "minimum_clock_period_after_layout_ps": 2687,
        "tightestPinTransition_ps": 614.8,
        "finalSetupTns_ps": 0,
    },
    "drt": {
        "ant_nets": 0,
        "drt_pass1_iterations": 4,
        "wire_per_inst_um": 11.91,
        "wl_um": 2633,
        "routed_vias": 871,
        "drc_errors": 0,
        "dr.first_iter.drc_count": 73,
        "antenna_cells": 0,
        "vias_per_cell": 3.941,
    },
    "setup_path": {
        "worst-r2r-cell-count": 4,
        "timing.critical_path.buf_inv": 1,
        "timing_worst_setup_path_type": "register to output pin",
        "rr_startpoint": "data_reg[9]",
        "worst-path-max-fanout": 4,
        "cp.arrival_ps": 1930,
        "timing.critical_path.cells": "nor4_2 > a31oi_1 > o31a_1 > o32ai_2 > clkdlybuf4s50_1",
        "worst_setup_slack_for_register_to_register_paths_ps": 2940,
        "critPathMaxStageDelay_ps": 520,
        "reg2reg_to": "data_reg[9]",
        "sort_of_element_at_the_start_of_the_critical_path": "register",
        "critPathRequiredTime_ps": 3040,
        "kind_of_end_point_of_the_critical_path": "output pin",
        "worst_path_dominant_cell_family": "buffers and inverters",
        "crit_slowest_cell": "sky130_fd_sc_hd__clkdlybuf4s50_1",
    },
    "floorplanning": {
        "die_width_um": 90,
        "num_rows": 25,
        "ioPinCount": 39,
        "fp.dieArea_um2": 8100,
        "die_boundary_height_um": 90,
        "core_area_um2": 4723,
        "initial_core_util_pct": 19.71,
    },
    "grt": {
        "largest_net_degree_at_the_start_of_global_routing": 34,
        "grt_overflow": 0,
        "grtUsageTotal_pct": 6.557,
        "number_of_global_route_vias_before_repair": 907,
        "global_route_wire_length_before_repair_um": 4422,
        "grt.met1_usage_pct": 9.776,
        "met2_usage_pct": 9.504,
        "antenna_found_initial": 0,
        "global_route_met3_utilization_pct": 1.928,
        "top_usage_layer": "met1",
    },
    "place": {
        "placed_cells": 217,
        "place_congestion": 0.7652,
        "worst_slack_after_detailed_placement_ps": 1363,
        "hpwlAfterDp_um": 2068,
        "port-buffer-count": 38,
    },
    "power": {
        "power.density_nw_per_um2": 317.2,
        "worst_ir_drop_vdd_v": 0.0001763,
        "power_leakage_nw": 0.5483,
    },
    "job": {
        "stage_log_warnings": 25,
        "timing.max_cap.violations": 0,
    },
}
[logic make-up after synthesis]
group                  after synthesis  share of synthesized area (%)
AND-OR/OR-AND                       25                          16.94
buffers and inverters               10                          4.973
flip-flops                          17                          36.56
multiplexers                        15                          16.13
AND/OR/NAND/NOR                     51                          25.40
[worst max-delay path by stage]
stage,start,cells past startpoint,end
6_report,data_reg[4],5,TimingDifference[0]
4_1_cts,data_reg[1],5,TimingDifference[0]
5_1_grt,data_reg[12],4,TimingDifference[3]
[routing by layer]
layer	vias to the layer above	part of all wire [%]
li1	482	-
met1	362	53
met4	0	0.53
met3	2	5.0
met5	-	0
met2	25	41
[worst min-delay path: stages (launching register included)]
cell and delay, ps:
sky130_fd_sc_hd__dfxtp_1 310, sky130_fd_sc_hd__nor2_1 100, sky130_fd_sc_hd__nor3_1 50
[through the flow]
stage | util, % | total power [mW] | cell area [um^2] | hold slack (ps)
after floorplan | - | 0.2634 | 930.9 | 454.4
after global placement | 29.03 | 0.3247 | 1371 | 483.8
after detailed placement | 29.03 | 0.3246 | 1371 | 494.4
after CTS | 29.99 | 0.4560 | 1416 | 505.8
after global routing | 29.99 | 0.4808 | 1416 | 574.9
final | 29.99 | 0.4492 | 1416 | 500.8
[report_power, final]
group          internal, mW  switching (mW)  total (mW)
Sequential            0.190          0.0137       0.204
Combinational        0.0735          0.0421       0.116
Clock                0.0742          0.0557       0.130
[area by class of cell]
type / instances / area [um^2] / share of cell area, %
Tap cell: 67 / 83.83 / 5.919
Sequential cell: 17 / 340.3 / 24.03
Inverter: 2 / 7.507 / 0.5300
Multi-Input combinational cell: 91 / 544.3 / 38.43
Timing Repair Buffer: 40 / 395.4 / 27.92
Clock buffer: 4 / 45.04 / 3.180
[layout by cell type, fill, tap and decap left out]
master	n
sky130_fd_sc_hd__clkbuf_8	3
sky130_fd_sc_hd__a21oi_1	17
sky130_fd_sc_hd__nand2b_1	2
sky130_fd_sc_hd__a31oi_1	1
sky130_fd_sc_hd__buf_4	2
sky130_fd_sc_hd__a2111oi_1	1
sky130_fd_sc_hd__o31a_1	1
sky130_fd_sc_hd__mux2i_1	15
sky130_fd_sc_hd__a21boi_1	1
sky130_fd_sc_hd__o32ai_1	1
sky130_fd_sc_hd__and2b_1	1
sky130_fd_sc_hd__inv_1	2
sky130_fd_sc_hd__nor2_1	38
sky130_fd_sc_hd__clkdlybuf4s50_1	38
sky130_fd_sc_hd__a211oi_1	1
sky130_fd_sc_hd__dfxtp_1	17
sky130_fd_sc_hd__nor3_1	2
sky130_fd_sc_hd__nor4_1	2
sky130_fd_sc_hd__nor4_2	2
sky130_fd_sc_hd__o31ai_1	1
sky130_fd_sc_hd__o32ai_2	1
sky130_fd_sc_hd__nor4b_2	1
sky130_fd_sc_hd__clkbuf_1	1
sky130_fd_sc_hd__nand2_1	3
No activity file was given, so power comes from the tool's default toggle rates.
